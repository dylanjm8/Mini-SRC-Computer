--- ./config.mk ---
export PLATFORM = sky130hd
export DESIGN_NAME = ALU
export DESIGN_NICKNAME = ALU
export VERILOG_FILES = /design/flow/design.v
export SDC_FILE = /design/flow/constraint.sdc
export NUM_CORES = 4
export LEC_CHECK = 1
export CORE_UTILIZATION = 30
--- ./constraint.sdc ---
current_design ALU

set clk_period 40.6
set clk_io_pct 0.2

create_clock -name clk0 -period $clk_period

set non_clock_inputs [all_inputs -no_clocks]
set_input_delay [expr $clk_period * $clk_io_pct] -clock clk0 $non_clock_inputs
set_output_delay [expr $clk_period * $clk_io_pct] -clock clk0 [all_outputs]
--- ./design.v ---
module ALU #(parameter qInitial = 0)(
	 input wire[31:0] Y,  
    input wire[31:0] B,  
	 input wire [31:0] A, 
    input [4:0] opcode,
	 input operation,
    output wire [63:0] Result
);
reg [63:0] q;
wire [63:0] op_result;
wire [31:0] add_output;
wire [31:0] sub_output;
wire [31:0] neg_output;
wire [63:0] mul_output;
wire [63:0] div_output;
initial q[63:0] = qInitial;
adder_subtractor add_inst(Y, B, 2'b0, add_output);
adder_subtractor sub_inst(Y, B, 2'b1, sub_output);
adder_subtractor neg_inst(32'd0, A, 2'b1, neg_output);
multiplier mul_inst(Y, B, mul_output);
always @ (*)
begin  
    case (opcode)
      5'b00000:  
			q <= add_output;
		5'b00001:  
			q <= sub_output;
		5'b00010:  
			q <= mul_output;
		5'b00100:  
			q = A >> B;
		5'b00101:  
			q = A >>> B;
		5'b00110:  
			q = A << B;
		5'b00111:  
			q = A >> B[4:0] | A << (32 - B[4:0]);
		5'b01000:  
			q = A << B[4:0] | A >> (32 - B[4:0]);
		5'b01010:  
			q <= Y & B;  
		5'b01011:  
			q = Y | B;
		5'b01100:  
			q <= neg_output;
		5'b01101:  
			q = ~Y;
		default:  
			q = 0;
    endcase
end
assign Result[63:0] = q[63:0];
endmodule
module adder_subtractor(input wire [31:0]A, input wire [31:0] B, input wire [1:0]mode, output [31:0] Result);
reg [31:0] Sum;
reg [32:0] LocalCarry;
wire [31:0] Bmod;
assign Bmod = {32{mode}} ^ B;
integer i;
always@(A or B)
	begin
        LocalCarry <= 33'd0;
        LocalCarry[0] <= mode;
		for(i = 0; i < 32; i = i + 1)
		begin
            Sum[i] = A[i]^Bmod[i]^LocalCarry[i];
            LocalCarry[i+1] = (A[i]&Bmod[i])|(LocalCarry[i]&(A[i]|Bmod[i]));
		end
end
assign Result = Sum;
endmodule
module multiplier(input signed [31:0] a, b, output[32*2-1:0] z);
	reg [2:0] cc[(32 / 2) - 1:0];
	reg [32:0] pp[(32 / 2) - 1:0];
	reg[32*2-1:0] spp[(32 / 2) - 1:0];
	reg [32*2-1:0] product;
	integer j,i;
	wire [32:0] inv_a;
	assign inv_a = {~a[31], ~a} +1;
	always @ (a or b or inv_a) 
	begin
		cc[0] = {b[1], b[0], 1'b0};
		for (j=1; j < (32/2); j = j+1)
			cc[j] = {b[2*j+1], b[2*j], b[2*j-1]};
		for (j=0; j < (32/2); j = j+1) 
		begin	
			case(cc[j])
				3'b001 : pp[j] = {a[32-1], a}; 
				3'b010 : pp[j] = {a[32-1], a};
				3'b011 : pp[j] = {a, 1'b0};
				3'b100 : pp[j] = {inv_a[32-1:0], 1'b0};
				3'b101 : pp[j] = inv_a; 
				3'b110 : pp[j] = inv_a;
				default : pp[j] = 0;
			endcase
			spp[j] = $signed(pp[j]);
			for (i=0 ; i<j ; i = i + 1)
				spp[j] = {spp[j], 2'b00};
		end
		product = spp[0];
		for (j=1; j < (32/2); j = j+1)
			product = product + spp[j];
	end
	assign z = product;	
endmodule
--- ./run.sh ---
#!/bin/bash
# OpenROAD 26Q1-2900-gdf79404cd8, Yosys 0.63+post, stock flow scripts
make -C /OpenROAD-flow-scripts/flow DESIGN_CONFIG=/design/flow/config.mk WORK_HOME=/design/flow/orfs finish
==> results.cfg <==
; flow metrics
[status]
status = complete, no violations

[route]
postRouteAntennaNets = 0
drc = 0
routed.top_layer = met5
wl_per_cell_um = 37.5
wl_met1_um = 134000
drt-total-wl_um = 357000
vias = 62600
drt_first_pass_iters = 11
routed-wl-met2_um = 142000
drt_iter0_drc = 8908
via_per_inst = 6.58
met3_length_um = 53400

[critical_path]
crit_path_start = Y[1]
worst-endpoint-required_ns = 32.48
crit_cells = 43
cpMostUsedCell = fa_1
worst-path-buf-inv = 10
crit_end = Result[55]
endpoint_kind = primary output
crit_path_top_delay_cell = xnor2_4
cpLargestDelayFamily = adder cells
worst_ep_arrival_time_ns = 23.14
critPathMaxStageDelay_ns = 0.80
worstSetupStartpointType = input pin
critPathKind = in2out
worst-path-max-fanout = 28

[sta]
finalSetupViolations = 0
tns_ns = 0
relSlewSlack_pct = 22.3
min_period_ns = 31.26
tightest_slew_ns = 1.17
period_used_pct = 77.0
max_freq_mhz = 32.0
hold_viol_final = 0
finalMaxSlewViolations = 0
whs_ns = 17.58
grt_setup_unrepaired = false

[floorplan]
die_area_um2 = 174000
die_y_um = 417
io_pins = 166
die_x_um = 417
fp_util_pct = 30.4
rows = 151
core_um2 = 170000

[yosys]
syn-cell-area_um2 = 51700
yosys-stat-cells = 7413
netlist-cell-type-count = 100
top_cell_area_share_pct = 20.8
synth_seq_share_pct = 0
topCellsByArea = fa_1 21%, a21oi_1 6.8%, nand2_1 6.8%, ha_1 6.2%, o21ai_0 6.2%
common_cells = 931 x nand2_1, 704 x a21oi_1, 635 x o21ai_0, 626 x nor2_1, 606 x clkbuf_1
largest_area_cell = fa_1
yosys_warnings = 6
synth_area_per_cell_um2 = 6.97
syn_inst = 7413
yosys_area_um2 = 51700
most_common_cell = nand2_1

[power]
power_density_nw_per_um2 = 220
p_sw_uw = 8240
swShare_pct = 66.9
p_int_uw = 4080
fin_total_pwr_uw = 12300
peakVddDrop_mv = 0.437
p_leak_uw = 0.0232

[global_route]
grt_use_total_pct = 41.2
grt_pass1_wl_um = 486000
antenna_found_initial = 30
gr-total-overflow = 0
grt_max_degree = 70
grt_pass1_vias = 58000

[clocking]
ctsResizeCount = 0
cts_hold_buf = 0
post_cts_buffers = 0

[placed_design]
dp.final_hpwl_um = 273000
io_buffers = 165
gp_congestion = 1.12
dp_cells = 9481

[flow_run]
log.warning_count = 84
maxCapViolations = 0

[cells_and_area]
nFillCells = 18100
clockBufferCount = 0
fin_cells = 9503
drive_gt1_share_pct = 9.55
flops = 0
area_growth_pct = 8.47
regArea_um2 = 0
post-route-util_pct = 32.9

[hold_path]
hold_start = B[5]
hold_path_class = in2out
-- logic make-up after synthesis --
family	synth area share, %
xor gates and xnor gates	5.49
buffers and inverters	9.62
and+or+nand+nor	15.9
muxes	8.86
adders and majority gates	27.0
AOI/OAI and AO/OA	33.1
-- power groups by stage --
stage | combinational, µW | sequential [µW] | clock (µW)
after global routing | 13000 | 0 | 0.0000113
after CTS | 12100 | 0 | 0
-- tightest hold or removal path, delay by kind of cell --
family / cells / cell delay [ns]
and+or+nand+nor: 1 / 0.09
buffers and inverters: 2 / 0.68
AOI/OAI and AO/OA: 3 / 0.37
adders and majority gates: 1 / 0.20
-- per-stage QoR --
step,cell area [µm²],worst slack (ns)
after detailed placement,56000,9.89
after CTS,56000,9.86
after floorplan,51700,12.32
after global placement,56000,9.93
final,56000,9.34
after global routing,56000,9.14
-- worst min path at each step --
stage                 depth (start not counted)   endpoint
after CTS                                     7  Result[5]
after global routing                          7  Result[5]
final                                         7  Result[5]
-- area by class of cell --
cell class	count	area (µm²)	share of cell area, %
Tap cell	2295	2870	5.12
Antenna cell	22	55.1	0.0982
Timing Repair Buffer	547	4260	7.60
Multi-Input combinational cell	6120	46900	83.7
Inverter	519	1950	3.48
-- per-layer routing --
metal | up-vias | global-route usage, %
met1 | 30300 | 53.3
met4 | 16 | 24.9
met3 | 1216 | 19.3
met2 | 4958 | 55.6
li1 | 26100 | -
met5 | - | 1.64
-- cells in the final DEF, fill, tap and decap left out, types with 31 or more instances in the layout --
cell type        Yosys  final
inv_1              483    483
mux2_2              70     70
o22ai_1            215    215
buf_2               43     43
nand2b_1            34     34
a21oi_1            704    703
xnor2_1            262    244
a222oi_1            31     31
nand2_1            931    931
a211oi_1           104    104
a21o_1              99     99
buf_4               11    400
mux2i_1            290    290
a31oi_1             88     88
xor2_1              52     49
nor2_1             626    620
nor3_1              62     59
mux4_2              37     37
nand3_1             99     99
fa_1               538    538
o211ai_1            73     73
a221o_1             61     61
clkdlybuf4s50_1      0    104
a221oi_1           200    200
o221ai_1           103    103
or2_2               36     36
o21ai_0            635    634
a22oi_1             85     85
ha_1               255    254
Power and IR drop assume default switching activity.
