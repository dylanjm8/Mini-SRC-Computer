==> ./design.v <==
`timescale 1ns / 1ps
module MAR(
	input wire clk, 
	input wire rst,
	input wire MARin,
	input wire [31:0] bus_contents,
	output [8:0] q
);
	wire [31:0] MAR_data_out;
	register MAR(clk, rst, MARin, bus_contents, MAR_data_out);
	assign q = MAR_data_out[8:0];
endmodule
`timescale 1ns/10ps
module register#(parameter qInitial = 0)(
	input wire clr,
	input wire clk, 
	input wire enable,
	input wire [31:0] d,
	output reg [31:0] q
);
 initial q = qInitial;
always@(negedge clk) 
	begin
		if (clr) begin
			q[31:0] = qInitial;
		end
			else if(enable) begin
			q[31:0] = d[31:0];
		end 
	end
endmodule
==> ./run.sh <==
#!/bin/bash
# OpenROAD 26Q1-2900-gdf79404cd8, Yosys 0.63+post, stock flow scripts
make -C /OpenROAD-flow-scripts/flow DESIGN_CONFIG=/design/flow/config.mk WORK_HOME=/design/flow/orfs finish
==> ./config.mk <==
export PLATFORM = sky130hd
export DESIGN_NAME = MAR
export DESIGN_NICKNAME = MAR
export VERILOG_FILES = /design/flow/design.v
export SDC_FILE = /design/flow/constraint.sdc
export NUM_CORES = 4
export LEC_CHECK = 1
export CORE_AREA = 10 10 70 70
export DIE_AREA = 0 0 80 80
==> ./constraint.sdc <==
current_design MAR

set clk_period 1.0
set clk_io_pct 0.2

create_clock -name clk0 -period $clk_period [get_ports {rst}]

set non_clock_inputs [all_inputs -no_clocks]
set_input_delay [expr $clk_period * $clk_io_pct] -clock clk0 $non_clock_inputs
set_output_delay [expr $clk_period * $clk_io_pct] -clock clk0 [all_outputs]
==> results.cfg <==
; generated from flow reports
[worst_setup_path]
critical_path_arrival_ns = 1.23
cp_max_delay_cell = sky130_fd_sc_hd__dfxtp_2
r2r_slack_ns = 0.31
worstSetupEndpointType = output port
crit_start = MAR.q[5]
cp_peak_stage_delay_ns = 0.31
cp_top_family = flip-flops
crit_chain = buf_2
crit_path_drt_ns = 0.80
worst_r2r_startpoint = MAR.q[6]
worst-path-max-fanout = 2
setup_crit_path_kind = register to output port
worst_setup_path_start_kind = register
critPathBufInv = 1

[sta]
worstMarginPinSlew_ns = 0.131
final_hold_viol_count = 0
max-slew-margin-rel_pct = 91.0
report.final.setup_viol = 9
max_clock_skew_ns = 0
finalWorstSetupSlack_ns = -0.430
final_max_slew_viol_count = 0
rsz0062_at_grt = true

[drt]
route.detailed.wl_per_inst_um = 8.89
route.detailed.vias_per_inst = 2.87
first_pass_iters = 2
drc = 0
final_antenna_net_count = 0
total_wire_length_after_detailed_routing_um = 987
vias = 319
first_iter_violations = 5
antenna-diode-count = 0

[hold_path]
hold_path.startpoint = MAR.q[0]
hold_path.class = register to register

[pwr]
power.density_nw_per_um2 = 1440
power.leakage_nw = 0.344
power_uw = 904
vdd_ir_drop_max_mv = 0.339

[synth]
mean_post_synth_cell_area_um2 = 10.8
synth_cells = 30
yosys.cell_types.count = 6
yosys_stat_chip_area_um2 = 323
synth-cells-yosys = 30
mappedNetlistArea_um2 = 323
ys_ff = 9
synth_seq_share_pct = 55.8
synth.yosys.warnings = 1

[clock_network]
post_cts_hold_buffer_count = 0
worst_setup_hold_path_clk_slew_ns = 0.04
numCtsBuffers = 3
cts_max_level = 1
cts_num_sinks = 9
post_cts_buffers = 0
clock_tree_from_tritoncts = done
clockBufferDepth = 2
clock-root-buffer = sky130_fd_sc_hd__clkbuf_4
worst_skew_pair.late_latency_ns = 0.31

[grt]
global_route.usage.met3_pct = 2.61
groute.layer.met1.usage_pct = 3.31
grt_pass1_wl_um = 1600
grt_pass1_vias = 363
grt.met2_usage_pct = 4.41
globalRouteTotalUtil_pct = 3.14
antenna_found_initial = 0
globalRoute.busiestLayer = met2
grt_start_max_net_pins = 6
gr-total-overflow = 0

[finish]
fin_area_um2 = 626
layout_top_cells = sky130_fd_sc_hd__inv_1 (10), sky130_fd_sc_hd__dlygate4sd2_1 (10)
final_core_util_pct = 18.3
final_cells = 111
max_ffs_per_register = 9
area_delta_synth_final_pct = 93.8
drive_gt1_share_pct = 41.5
fillers = 382

[floorplan]
die_height_um = 80
cell_rows = 21
design.portCount = 44
core_um2 = 3420
chip_area_um2 = 6400
starting_density_of_the_core_pct = 9.45
die_span_x_um = 80

[place]
placedInstanceArea_um2 = 603
place_congestion = 0.740
placement.io_buffers = 20
post-place-cells = 99

[run]
max-cap-violations = 0
warning_count = 60

[run_status]
status = finished with violations
failed_checks = setup timing
## report_power, final
group          internal (mW)  total [mW]  switching (mW)
registers              0.388       0.397         0.00940
logic                 0.0748       0.112          0.0374
clock network          0.191       0.395           0.204
total                  0.653       0.904           0.250
## Yosys cell counts
library cell	n	area [um2]
sky130_fd_sc_hd__inv_1	1	3.75
sky130_fd_sc_hd__dfxtp_1	9	180
sky130_fd_sc_hd__nor2_1	9	33.8
sky130_fd_sc_hd__buf_6	1	11.3
sky130_fd_sc_hd__mux2i_1	9	90.1
sky130_fd_sc_hd__buf_1	1	3.75
## final timing paths
check,to,cells past startpoint
worst max register to register,MAR.q[6],3
worst max-delay path,q[5],1
worst min-delay path,MAR.q[0],2
worst min register to register,MAR.q[0],2
## per-stage QoR
stage	worst slack, ns	hold WS (ns)	setup TNS (ns)
detailed placement	-0.707	0.488	-10.57
CTS	-0.452	0.479	-3.96
floorplan	-0.140	0.437	-1.26
finish	-0.430	0.486	-3.80
global route	-0.489	0.521	-4.23
global placement	-0.683	0.471	-10.44
## logic make-up after synthesis
kind of cell	after synthesis	synth area share (%)
buffers and inverters	3	5.81
flip-flops	9	55.8
AND/OR/NAND/NOR	9	10.5
multiplexers	9	27.9
## area by class of cell
class                   instances  area [um2]  share of cell area, %
clock buffers                   3        22.5                   3.60
multi-input cells              18         124                   19.8
repair buffers                 25         193                   30.8
flip-flops and latches          9         191                   30.6
clock inverters                10        37.5                   6.00
well taps                      46        57.6                   9.20
## routing by layer
layer / up-vias / wire length, um
met2: 11 / 476
met3: 0 / 103
met1: 140 / 408
li1: 168 / -
met4: 0 / 0
met5: - / 0
## what timing repair did
item | 4_1_cts | 5_1_grt
setup endpoints to repair | 18 | 12
resized | 52 | 3
hold endpoints to repair | 0 | 0
pin swaps | 7 | 1
